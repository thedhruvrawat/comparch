==> /design/flow/design.v <==
module Instruction_Memory(Inst, PC, clock);
	input[31:0] PC;
	input clock;
	output[31:0] Inst;
	reg [31:0] memory [0:31];
	reg [31:0] Inst;
  integer addr;
  initial begin
    memory[0] = 32'b00000000000000000000000000000000;   
    memory[1] = 32'b00000000000000000000000000000000;   
    memory[2] = 32'b00000000000000000000000000000000;   
    memory[3] = 32'b10001100000100010000000000001000;   
    memory[4] = 32'b10001100000100100000000000000100;   
    memory[5] = 32'b00000010001100100100000000100000;   
    memory[6] = 32'b00000000000000000000000000000000;   
    memory[7] = 32'b00000000000000000000000000000000;   
    memory[8] = 32'b00000000000000000000000000000000;   
    memory[9] = 32'b00000000000000000000000000000000;   
    memory[10]= 32'b00000000000000000000000000000000;   
    memory[11]= 32'b00000000000000000000000000000000;   
    memory[12]= 32'b00000000000000000000000000000000;   
    memory[13]= 32'b00000000000000000000000000000000;   
    memory[14]= 32'b00000000000000000000000000000000;   
    memory[15]= 32'b00000000000000000000000000000000;   
    memory[16]= 32'b00000000000000000000000000000000;   
    memory[17]= 32'b00000000000000000000000000000000;   
    memory[18]= 32'b00000000000000000000000000000000;   
    memory[19]= 32'b00000000000000000000000000000000;   
    memory[20]= 32'b00000000000000000000000000000000;   
    memory[21]= 32'b00000000000000000000000000000000;   
    memory[22]= 32'b00000000000000000000000000000000;   
    memory[23]= 32'b00000000000000000000000000000000;   
    memory[24]= 32'b00000000000000000000000000000000;   
    memory[25]= 32'b00000000000000000000000000000000;   
    memory[26]= 32'b00000000000000000000000000000000;   
    memory[27]= 32'b00000000000000000000000000000000;   
    memory[28]= 32'b00000000000000000000000000000000;   
    memory[29]= 32'b00000000000000000000000000000000;   
    memory[30]= 32'b00000000000000000000000000000000;   
    memory[31]= 32'b00000000000000000000000000000000;   
  end
  always @(posedge clock) begin
    addr = PC[31:0];
    Inst = memory[addr/4];
	end
endmodule
==> /design/flow/run.sh <==
#!/bin/bash
# OpenROAD 26Q1-2900-gdf79404cd8, Yosys 0.63+post, stock flow scripts
make -C /OpenROAD-flow-scripts/flow DESIGN_CONFIG=/design/flow/config.mk WORK_HOME=/design/flow/orfs finish
==> /design/flow/config.mk <==
export PLATFORM = sky130hd
export DESIGN_NAME = Instruction_Memory
export DESIGN_NICKNAME = Instruction_Memory
export VERILOG_FILES = /design/flow/design.v
export SDC_FILE = /design/flow/constraint.sdc
export NUM_CORES = 4
export LEC_CHECK = 1
export CORE_AREA = 10 10 70 70
export DIE_AREA = 0 0 80 80
==> /design/flow/constraint.sdc <==
current_design Instruction_Memory

set clk_period 1.8
set clk_io_pct 0.2

create_clock -name clk0 -period $clk_period [get_ports {clock}]

set non_clock_inputs [all_inputs -no_clocks]
set_input_delay [expr $clk_period * $clk_io_pct] -clock clk0 $non_clock_inputs
set_output_delay [expr $clk_period * $clk_io_pct] -clock clk0 [all_outputs]
==> impl_metrics.csv <==
group,metric,value,unit
synthesis,syn_inst,50,
clock_tree,htree_num_levels,1,
route,drt-total-wl,1060,um
critical_path,worstPathArrival,1.95,ns
synthesis,async_reset_ff_share,0,%
clock_tree,cts_num_sinks,6,
floorplan,die_area,0.00640,sq mm
pwr,power.switching,0.0754,mW
clock_tree,holdBufCountCts,0,
pwr,pwr-share-comb,24.2,%
pwr,intPower,0.269,mW
global_route,grt_util_met1,2.87,%
sta,fmax,565,MHz
route,drc,0,
critical_path,setup.worst_path.end_class,"flip-flop",
global_route,grt_max_degree,7,
place,port_buffers,20,
route,wire_per_inst,9.23,um
final_layout,largest_reg_flops,6,
global_route,first_global_vias,349,
route,first_iter_violations,5,
final_layout,layout.cells.non_filler,115,
critical_path,cp.required,1.98,ns
clock_tree,cts_setup_buffers,0,
synthesis,flop_cell,"dfxtp_1",
floorplan,num_rows,21,
synthesis,largest_area_cell,"buf_4",
route,diodes,0,
place,placed_cell_area,593,sq um
final_layout,comb_area,229,sq um
synthesis,synth.most_common_cell,"buf_4",
pwr,ir_drop,0.123,mV
outcome,status,"finished clean",
sta,setup_viol,0,
final_layout,layout-drive-gt1-share,17.4,%
sta,rsz0062_at_grt,"false",
synthesis,syn_area,437,sq um
place,gp_congestion,0.778,
job,log.warning_count,49,
pwr,seq_power_share,40.9,%
clock_tree,numCtsBuffers,3,
clock_tree,cts.clk_slew.worst_paths,0.04,ns
synthesis,top_cells_by_area,"buf_4 (45%), dfxtp_1 (28%), ha_1 (5.7%), xnor2_1 (4.0%), nor2_1 (2.6%)",
final_layout,fin_area,652,sq um
synthesis,synth_area_per_cell,8.73,sq um
place,place_inst,112,
sta,slew_viol_final,0,
global_route,grt_busiest_layer,"met2",
floorplan,core,0.00342,sq mm
clock_tree,clk_path_buf_depth,2,
synthesis,synth_seq_share,27.5,%
sta,final_hold_viol_count,0,
synthesis,yosys_warnings,1,
pwr,leakagePower,0.261,nW
synthesis,synth_stat.cells,50,
critical_path,slowest_delay,0.39,ns
sta,fin_crit,1.77,ns
floorplan,die_h,80,um
floorplan,pin_count,65,
route,avgViaCountPerCell,2.83,
pwr,p_per_area,528,mW/mm^2
synthesis,top_cells_by_count,"buf_4 (26), dfxtp_1 (6), nor2_1 (3)",
sta,finalClockPeriodUsage,98.4,%
final_layout,synthToLayoutAreaGrowth,49.3,%
place,dp_hpwl,944,um
global_route,antenna_found_initial,0,
critical_path,crit_slowest_cell,"clkdlybuf4s50_1",
critical_path,worstSetupStartpointType,"primary input",
pwr,clkPwrFrac,34.9,%
synthesis,yosys_area,437,sq um
synthesis,synth_top_area_share,44.7,%
final_layout,num-fill-cells,396,
critical_path,cp-startpoint,"PC[0]",
floorplan,die_w,80,um
route,drtAntennaViolNets,0,
global_route,grtUsageTotal,2.53,%
synthesis,ys_types,15,
final_layout,flop_area,120,sq um
critical_path,path_class,"in2reg",
global_route,grt_overflow,0,
global_route,met2_usage,3.77,%
pwr,p_sw_share,21.9,%
synthesis,ys.flops,6,
global_route,grt_pass1_wl,1370,um
clock_tree,cts_root_buf,"clkbuf_4",
hold_path,hp-start,"PC[5]",
job,maxCapViolCount,0,
critical_path,path_max_fanout,3,
route,via_count,325,
floorplan,fp_util,12.8,%
route,dr.pass1.iters,2,
synthesis,synth-edff-count,0,
hold_path,min_path_type,"in2reg",
critical_path,cp_cell_sequence,"clkdlybuf4s50_1, o21a_1, ha_2, ha_4, xnor2_2, or3_4, a21oi_2",
pwr,power,0.344,mW
global_route,grt_util_met3,1.36,%
clock_tree,cts_tree,"done",
==> what timing repair did <==
action	in CTS	in global routing
gates cloned	0	0
setup endpoints to repair	1	6
gates resized	1	6
endpoints found under the hold margin	0	0
pin swaps	1	5
==> layout by cell type (no fill, tap or decap) <==
master	synthesis	final
conb_1	1	20
dfxtp_1	6	6
a21oi_1	2	1
clkbuf_4	0	3
nor2_1	3	3
a21oi_2	0	1
and3_1	1	1
xnor2_2	0	1
ha_2	0	1
buf_4	26	3
nor3b_2	0	1
a311oi_1	1	1
clkdlybuf4s50_1	0	20
or2_1	1	1
xnor2_1	2	1
a31oi_1	1	1
o21a_1	1	1
or3_4	0	1
nand3_1	1	1
ha_4	0	1
==> per-layer routing <==
metal | vias to the layer above | wire, um
met5 | - | 0
met2 | 30 | 447
met1 | 134 | 407
met4 | 0 | 40
li1 | 157 | -
met3 | 4 | 165
==> path summary, 6_finish.rpt <==
check,cells past startpoint,slack [ns],end
max,7,0.03,Inst[27]
min,4,0.92,Inst[27]
==> layout make-up <==
class	instances	share of cell area (%)
multi-input cells	37	35.1
repair buffers	23	34.2
flip-flops and latches	6	18.4
well taps	46	8.83
clock buffers	3	3.45
==> power by group through the flow <==
stage | clock network [mW] | logic (mW) | registers [mW]
CTS | 0.128 | 0.0758 | 0.141
global route | 0.132 | 0.0925 | 0.141
finish | 0.120 | 0.0832 | 0.141
==> kinds of logic after synthesis <==
logic type / count (synthesis) / synth area share, %
and+or+nand+nor: 8 / 9.74
xor gates and xnor gates: 2 / 4.01
AOI/OAI and AO/OA: 5 / 7.45
buffers and inverters: 26 / 44.7
adders and majority gates: 2 / 5.73
DFF: 6 / 27.5
other: 1 / 0.859
==> critical path, delay by kind of cell <==
kind	cells	cell delay (ns)
simple gates	1	0.38
xor+xnor	1	0.14
buf+inv	1	0.39
compound gates	2	0.32
fa+ha+maj	2	0.36
==> metrics by stage <==
step	setup WS (ns)	hold slack, ns	utilization (%)	setup TNS, ns
finish	0.0289	0.919	19.1	0
global placement	-0.276	1.05	17.4	-1.05
global route	0.00141	0.982	19.1	0
CTS	0.00104	0.893	18.1	0
detailed placement	-0.283	1.05	17.4	-1.23
floorplan	0.192	0.613	-	0
Power is estimated from default activity; no workload was simulated.
