===== design.v =====
module DECODER(out, x, y, z);
  input x, y, z;
  output  [0:7]out;
  wire  x0, y0, z0;
  not g1(x0, x);
  not g2(y0, y);
  not g3(z0, z);
  and g4(out[0], x0, y0, z0);
  and g5(out[1], x0, y0, z);
  and g6(out[2], x0, y, z0);
  and g7(out[3], x0, y, z);
  and g8(out[4], x, y0, z0);
  and g9(out[5], x, y0, z);
  and g10(out[6], x, y, z0);
  and g11(out[7], x, y, z);
endmodule
module  FADDER(carry, sum, x, y, z);
  input x, y, z;
  output  sum, carry;
  wire  [0:7] d; 
  DECODER dec(d, x, y, z);
  assign  sum = d[1] | d[2] | d[4] | d[7],
          carry = d[3] | d[5] | d[6] | d[7];
endmodule
module FADDER8(carry, sum, A, B, CarryIn);
  input [7:0] A, B;
  input CarryIn;
  output  [7:0]sum;
  output  carry;
  wire  c1, c2, c3, c4, c5, c6, c7;
  FADDER  mod1(c1, sum[0], A[0], B[0], CarryIn);
  FADDER  mod2(c2, sum[1], A[1], B[1], c1);
  FADDER  mod3(c3, sum[2], A[2], B[2], c2);
  FADDER  mod4(c4, sum[3], A[3], B[3], c3);
  FADDER  mod5(c5, sum[4], A[4], B[4], c4);
  FADDER  mod6(c6, sum[5], A[5], B[5], c5);
  FADDER  mod7(c7, sum[6], A[6], B[6], c6);
  FADDER  mod8(carry, sum[7], A[7], B[7], c7);
endmodule
module FADDER32(carry, sum, A, B, CarryIn);
  input [31:0] A, B;
  input CarryIn;
  output  [31:0]sum;
  output  carry;
  wire  c1, c2, c3; 
  FADDER8  mod1(c1, sum[7:0], A[7:0], B[7:0], CarryIn);
  FADDER8  mod2(c2, sum[15:8], A[15:8], B[15:8], c1);
  FADDER8  mod3(c3, sum[23:16], A[23:16], B[23:16], c2);
  FADDER8  mod4(carry, sum[31:24], A[31:24], B[31:24], c3);
endmodule

===== config.mk =====
export PLATFORM = sky130hd
export DESIGN_NAME = FADDER32
export DESIGN_NICKNAME = FADDER32
export VERILOG_FILES = /design/flow/design.v
export SDC_FILE = /design/flow/constraint.sdc
export NUM_CORES = 4
export LEC_CHECK = 1
export CORE_AREA = 10 10 100 100
export DIE_AREA = 0 0 110 110

===== run.sh =====
#!/bin/bash
# OpenROAD 26Q1-2900-gdf79404cd8, Yosys 0.63+post, stock flow scripts
make -C /OpenROAD-flow-scripts/flow DESIGN_CONFIG=/design/flow/config.mk WORK_HOME=/design/flow/orfs finish

===== constraint.sdc =====
current_design FADDER32

set clk_period 13.5
set clk_io_pct 0.2

create_clock -name clk0 -period $clk_period

set non_clock_inputs [all_inputs -no_clocks]
set_input_delay [expr $clk_period * $clk_io_pct] -clock clk0 $non_clock_inputs
set_output_delay [expr $clk_period * $clk_io_pct] -clock clk0 [all_outputs]

==> results.ini <==
[worst_setup_path]
start_kind=input port
critical_path_required_ps=10800
cp-startpoint=A[0]
endpoint=sum[31]
cp-end-kind=primary output
cp_common_cell=fa_2
cp_slowest_cell=fa_2
cp_max_fo=1
cp.arrival_ps=14220
crit_type=in -> out
max_stage_delay_ps=510

[sta]
setup-tns-final_ps=-21940
finalWorstSetupSlack_ps=-3420
drv_slew=0
fmax_ghz=0.0591
rsz0062_at_grt=true
maxSlewHeadroom=0.917
setup_viol=11
tightest_slew_ps=123
fin_hold_ws_ps=6120
min_period_ps=16920
hold_viol_final=0
timing.final.crit_share=1.25

[power]
netSwitchingFraction=0.281
power.leakage_nw=0.594
comb_power_share=1.000
pwr-share-seq=0
p_int_mw=0.0525
power_density_mw_per_mm2=41.5
power_frac_clock=0
ir_drop_uv=12.9
power.switching_mw=0.0206

[routing]
detail_route.wl_per_cell_um=13.4
vias_per_cell=2.94
vias=682
ant_nets=0
drc=0
drt-pass1-iter-count=2
drt_wl_total_mm=3.11
dr.first_iter.drc_count=8
antenna_cells=0

[logic_synthesis]
yosys.area_share.simple=0
mux_share=0
yosysWarnings=0
ys_cells=64
syn_area_per_cell_um2=13.8
area_leaders=fa_1 (73%), buf_4 (27%)
compound_area_frac=0
yosysSeqAreaShare=0
logic_family=adder cells
synthCells=64
ys_sh_adder=0.727
syn_area_um2=881
synth_top_area_share=0.727
largest_area_cell=fa_1
yosysChipArea_um2=881
common_cells=buf_4 (32), fa_1 (32)
synth_cell_types=2
xor_area_frac=0

[floorplanning]
fp_util=0.113
ioPinCount=98
die_area_mm2=0.0121
die-height_um=110
fp.dieW_um=110
fp.coreArea_mm2=0.00781
core.rowCount=32

[cells_and_area]
layout-drive-gt1-share=0.362
seq_cell_count=0
nFillCells=844
design_area_mm2=0.00176
seqCellArea_um2=0
utilization=0.225
syn_to_final_growth_pct=99.7
clockBufferCount=0

[placement]
io_buffers=98
routabilityCongestion=0.812
postPlaceCellArea_mm2=0.00183

[global_route]
antenna_found_initial=0
grt_usage=0.0481
grt_pass1_wl_mm=4.51
grt-ovfl-total=0
grt_max_degree=2
grt_pass1_vias=849

[hold_path]
min_path_type=in -> out
min_path_cells=3

[outcome]
violations=negative setup slack
status=finished with violations

[flow_run]
tool_warnings=35
drv_cap=0

==> how the worst min path moves through the flow <==
| stage | start | endpoint | slack, ps |
|---|---|---|---|
| 4_1_cts | A[0] | sum[0] | 6130 |
| 5_1_grt | A[0] | sum[0] | 6150 |
| 6_report | A[0] | sum[0] | 6120 |
==> metal layers <==
| layer | vias up | part of all wire | track usage |
|---|---|---|---|
| met5 | - | 0 | 0 |
| met4 | 0 | 0 | 0 |
| met3 | 0 | 0.31 | 0.0470 |
| met2 | 94 | 0.30 | 0.0614 |
| met1 | 296 | 0.39 | 0.0607 |
| li1 | 292 | - | - |
==> cells by family after synthesis <==
logic type,Yosys count
buf+inv,32
fa+ha+maj,32
==> cells in the final DEF (no fill, tap or decap), drive strengths merged <==
master         netlist  routed
buf                 32      15
clkdlybuf4s50        0      82
dlygate4sd2          0       1
fa                  32      32
==> power by group through the flow <==
stage	Clock (mW)	Sequential, mW	Combinational [mW]
6_report	0	0	0.0731
5_1_grt	0	0	0.0845
4_1_cts	0	0	0.0764
==> worst max-delay path: cells and delay by family <==
family     cells  cell delay (ps)
fa+ha+maj     32            11330
buf+inv        2              180
==> per-stage QoR <==
stage | instances | setup WS, ps | power [mW]
after detailed placement | 232 | -4180 | 0.0844
after global placement | 232 | -4180 | 0.0842
after CTS | 232 | -3480 | 0.0764
after floorplan | 64 | -3040 | 0.0397
final | 232 | -3420 | 0.0731
after global routing | 232 | -3700 | 0.0845
==> area by class of cell <==
class | count | area, µm² | area share
tap | 102 | 128 | 0.0725
timing repair buffer | 98 | 911 | 0.518
multi-input combinational | 32 | 721 | 0.410
==> what timing repair did <==
action / 4_1_cts / 5_1_grt
hold buffers: 0 / 0
endpoints found under the setup margin: 14 / 12
resized: 53 / 0
setup buffers: 0 / 0
pin swaps: 0 / 0
Power and IR drop assume default switching activity.
